### flow/constraint.sdc
current_design apb_master

set clk_period 3.8
set clk_io_pct 0.2

create_clock -name clk0 -period $clk_period [get_ports {clk}]

set non_clock_inputs [all_inputs -no_clocks]
set_input_delay [expr $clk_period * $clk_io_pct] -clock clk0 $non_clock_inputs
set_output_delay [expr $clk_period * $clk_io_pct] -clock clk0 [all_outputs]
### flow/config.mk
export PLATFORM = sky130hd
export DESIGN_NAME = apb_master
export DESIGN_NICKNAME = apb_master
export VERILOG_FILES = /design/flow/design.v
export SDC_FILE = /design/flow/constraint.sdc
export NUM_CORES = 4
export LEC_CHECK = 1
export CORE_UTILIZATION = 40
### flow/run.sh
#!/bin/bash
# OpenROAD 26Q1-2900-gdf79404cd8, Yosys 0.63+post, stock flow scripts
make -C /OpenROAD-flow-scripts/flow DESIGN_CONFIG=/design/flow/config.mk WORK_HOME=/design/flow/orfs finish
### flow/design.v
`timescale 1ps/1ps
module apb_master (
    input  wire       clk,
    input  wire       rst_n,
    output reg        psel,
    output reg        penable,
    output reg        pwrite,
    output reg [11:0] paddr,
    output reg [31:0] pwdata,
    input  wire [31:0] prdata,
    input  wire       pready,
    input  wire       start,
    input  wire       rw,     
    input  wire [11:0] addr,
    input  wire [31:0] wdata,
    output reg  [31:0] rdata,
    output wire       idle,
    output wire       busy
);
  localparam [1:0]
    IDLE_S   = 2'b00,
    SETUP_S  = 2'b01,
    ACCESS_S = 2'b10;
  reg [1:0] state;
  reg       start_q;
  assign idle = (state == IDLE_S);
  assign busy = ~idle;
  reg        rw_l;
  reg [11:0] addr_l;
  reg [31:0] wdata_l;
  always @(posedge clk or negedge rst_n) begin
    if (!rst_n) begin
      state   <= IDLE_S;
      start_q <= 1'b0;
      psel    <= 1'b0;
      penable <= 1'b0;
      pwrite  <= 1'b0;
      paddr   <= 12'd0;
      pwdata  <= 32'd0;
      rdata   <= 32'd0;
      rw_l    <= 1'b0;
      addr_l  <= 12'd0;
      wdata_l <= 32'd0;
    end else begin
      start_q <= start;
      case (state)
        IDLE_S: begin
          psel    <= 1'b0;
          penable <= 1'b0;
          if (start & ~start_q) begin  
            rw_l    <= rw;
            addr_l  <= addr;
            wdata_l <= wdata;
            psel    <= 1'b1;
            penable <= 1'b0;
            pwrite  <= rw;
            paddr   <= addr;
            pwdata  <= wdata;
            state   <= SETUP_S;
          end
        end
        SETUP_S: begin
          penable <= 1'b1;
          state   <= ACCESS_S;
        end
        ACCESS_S: begin
          if (pready) begin
            if (!rw_l) rdata <= prdata;
            psel    <= 1'b0;
            penable <= 1'b0;
            state   <= IDLE_S;
          end
        end
      endcase
    end
  end
endmodule
==> qor.txt <==
status - completed
Row Count - 32
vias per cell - 4.586
tally of max-capacitance violations - 0
crit-path max FO - 24
post-route insts no fill - 456
final RePlAce weighted congestion - 0.7656
Slew @ Worst Pin - 0.7042 ns
Highest Clock Rate - 431.9 MHz
final worst path period need - 2.316 ns
ANT cells - 0
final wirelength - 6.736 mm
First DRT Iteration DRCs - 51
GRT Overall Usage - 17.00%
mux share - 30.42%
TritonCTS clock tree - built
Die W - 91.38 µm
Distinct lib cells used - 18
max-slew violation count - 0
Reg clk slew, reported paths - 0.08 ns
largest net degree at the start of global routing - 56
Main logic family - multiplexers
clk_skew - 0.009245 ns
AO/OA Area Share - 1.135%
hold_ws - 0.4496 ns
htree depth - 3
root buffer cell - clkbuf_8
Top Ports - 162
# Cells Yosys - 182
Synth Seq Share - 65.04%
Final Hold Vio Count - 0
number of buffers created by CTS - 9
CTS resizes - 0
Commonest Layout Cell - clkdlybuf4s50_1
setup TNS - 0 ns
Core Footprint - 7727 µm²
tool warnings - 26
leak pwr - 2.273 nW
Synth Cell Area - 3196 µm²
crit-path cells - clkdlybuf4s50_1, nand2b_1, or2_2, buf_12, mux2_2
XOR/XNOR Fraction of Synth Area - 0%
fraction of layout cells with a size suffix above 1 - 27.68%
crit end category - flop
Core Util, Final - 66.16%
cell area power density - 695.7 nW/µm²
first-pass GRT wire length - 10.78 mm
synthesis-to-layout area growth - 59.98%
postcts setup bufs - 0
HPWL after DPL - 4.877 mm
Port Buffers - 161
total gr overflow - 0
clock power share - 18.7%
yosys adder share - 0%
syn avg cell area - 17.56 µm²
Peak supply drop - 343.0 µV
Comb pwr share - 38.3%
via count - 2091
Die Y - 91.38 µm
Final Worst Setup Slack - 1.485 ns
Flop pwr share - 43.0%
die area - 8350 µm²
Slowest-stage cell, CP - or2_2
NetSw - 0.7246 mW
Post-Place Setup Slack - 1.097 ns
post-synth area from yosys stat - 3196 µm²
Slew HR - 53.05%
1st-pass router iterations - 4
CP peak stage delay - 0.58 ns
crit start category - input port
Simple-Gate Fraction of Synth Area - 1.135%
Core Util at FP - 41.35%
Cells after DPL - 440
Top Layout Cells - 160 x clkdlybuf4s50_1, 82 x dfrtp_1, 49 x mux2_2, 28 x mux2_4, 9 x clkbuf_8
antenna viol nets, final - 0
clk latency of the worst-skew pair - 0.34 ns
Int Power - 2.832 mW
vias in the first global route - 2124
Critical Path AT - 2.54 ns
RSZ-0062 raised after global routing - no
crit path kind - in2reg
cells after synthesis - 182
hold_buf cts - 0
Sw Ratio - 20.37%
CTS sink count - 83
HP Class - in2async
Yosys reg bits - 83
drt wl/cell - 14.77 µm
remaining routing DRC violations - 0
# setup viols final - 0
Worst Path Required - 4.02 ns
CTS max path bufs - 2
fin crit share - 60.93%
antenna violations before repair - 0
Filler Cells Inserted - 572
Synthesis Warnings - 1
-- critical path, delay by kind of cell --
family	cells	cell delay, ns
mux	1	0.35
simple gates	2	0.69
buf+inv	2	0.73
-- synthesized netlist by cell type --
| library cell | count | area share (%) |
|---|---|---|
| dfrtp_1 | 82 | 64 |
| mux2_2 | 49 | 17 |
| mux2_4 | 28 | 13 |
| buf_2 | 4 | 0.63 |
| buf_6 | 4 | 1.4 |
| o21ai_0 | 3 | 0.47 |
| a21oi_1 | 1 | 0.16 |
| a22o_1 | 1 | 0.27 |
| a22oi_1 | 1 | 0.24 |
| dfstp_2 | 1 | 0.82 |
| inv_1 | 1 | 0.12 |
| inv_2 | 1 | 0.12 |
| nand2b_1 | 1 | 0.20 |
| nand3b_1 | 1 | 0.24 |
| nor2_1 | 1 | 0.12 |
| nor2b_1 | 1 | 0.20 |
| or2_1 | 1 | 0.20 |
| or2_2 | 1 | 0.20 |
-- kinds of logic (layout without fill, tap and decap cells) --
group | after synthesis | count (layout)
flops | 83 | 83
compound gates | 6 | 6
simple gates | 6 | 6
mux | 77 | 77
buf+inv | 10 | 182
-- power groups by stage --
stage,Sequential (mW),Clock [mW],Combinational [mW]
CTS,1.53,0.686,1.39
global route,1.59,0.729,1.47
finish,1.53,0.664,1.36
-- worst paths after layout --
kind / from / end / slack [ns] / cells past startpoint
worst max-delay path: start / paddr[3] / 1.48 / 5
worst max register to register: state[0] / pwdata[17] / 1.91 / 4
worst min-delay path: rst_n / rdata[30] / 0.45 / 1
max in group asynchronous: rst_n / rdata[8] / 2.50 / 2
min in group clk0: rdata[18] / rdata[18] / 0.51 / 1
worst min register to register: rdata[18] / rdata[18] / 0.51 / 1
-- metrics by stage --
stage / cell area, µm² / power, mW
floorplan: 3196 / 1.889
CTS: 5112 / 3.613
global route: 5112 / 3.790
detailed placement: 4902 / 2.929
global placement: 4902 / 2.921
finish: 5112 / 3.557
-- area by class of cell --
class                           instances  area [µm²]  area share [%]
Multi-Input combinational cell         89        1045           20.44
Inverter                                2       7.507          0.1468
Tap cell                              102       127.6           2.496
Sequential cell                        83        2078           40.65
Clock inverter                          4       75.07           1.468
Timing Repair Buffer                  164        1644           32.16
Clock buffer                           12       135.1           2.643
-- per-layer routing --
metal,routed length (µm),track usage (%),vias up
met5,0,0,-
met4,122,3.571,0
met3,373,2.806,11
met2,3358,27.51,85
met1,2882,25.38,1022
li1,-,-,973
-- registers in the layout, summed over array words and instances, names as in the netlist --
register,cells
pwdata,32
state,3
penable,1
paddr,12
start_q,1
rw_l,1
psel,1
rdata,32
Power is estimated from default activity; no workload was simulated.
